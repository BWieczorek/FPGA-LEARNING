**./constraint.sdc**
```tcl
current_design FIR

set clk_period 23.2
set clk_io_pct 0.2

create_clock -name clk0 -period $clk_period [get_ports {i_clk}]

set non_clock_inputs [all_inputs -no_clocks]
set_input_delay [expr $clk_period * $clk_io_pct] -clock clk0 $non_clock_inputs
set_output_delay [expr $clk_period * $clk_io_pct] -clock clk0 [all_outputs]
```
**./config.mk**
```make
export PLATFORM = sky130hd
export DESIGN_NAME = FIR
export DESIGN_NICKNAME = FIR
export VERILOG_FILES = /design/flow/design.v
export SDC_FILE = /design/flow/constraint.sdc
export NUM_CORES = 4
export LEC_CHECK = 1
export CORE_UTILIZATION = 50
```
**./run.sh**
```bash
#!/bin/bash
# OpenROAD 26Q1-2900-gdf79404cd8, Yosys 0.63+post, stock flow scripts
make -C /OpenROAD-flow-scripts/flow DESIGN_CONFIG=/design/flow/config.mk WORK_HOME=/design/flow/orfs finish
```
**./design.v**
```verilog
`timescale 1ns / 1ps
module FIR
#(
parameter data_in = 16,
parameter no_tap = 10   
)
(
    input i_clk,
    input signed [data_in-1:0] i_serial_in ,
    input i_data_wr,
    output signed [2*data_in-1:0] o_data_out ,
    output o_data_rdy,
    input i_reset
    );
    reg signed [2*data_in:0] acc = 0;
    reg [$clog2(no_tap):0] counter = 0;
    reg r_data_wr_en = 0;
    reg signed [data_in-1:0] impulse_response [no_tap-1:0];
    reg signed [data_in-1:0] data_reg [no_tap-1:0];
    reg r_data_rdy = 0;
    reg signed [2*data_in-1:0] r_data_out = 0;
    integer i;
    initial begin
        for (i = 0; i <= no_tap; i=i+1) begin
             data_reg[i] = 0;
        end   
      impulse_response[0] = 'h0a;
      impulse_response[1] = 'h00;
      impulse_response[2] = 'h00;
      impulse_response[3] = 'hfd;
      impulse_response[4] = 'h0c;
      impulse_response[5] = 'hfc;
      impulse_response[6] = 'h0c;
      impulse_response[7] = 'h01;
      impulse_response[8] = 'h00;
      impulse_response[9] = 'hfd;
    end
    always @(posedge i_clk) begin
        if(i_reset) begin
            acc <= 0;
            counter <= 0;
        end else begin
        if(r_data_wr_en) begin
            counter <= 0;
            r_data_rdy <= 1;
            r_data_out <= acc;
            acc <= 0;
            data_reg[0] <= i_serial_in;
            for(i = 1; i <= no_tap; i=i+1) begin
                data_reg[i] <= data_reg[i-1];
            end
        end else begin
            r_data_rdy <= 0;
            counter <= counter + 1;
            acc <= acc + impulse_response[counter]*data_reg[counter];
        end
        end
    end
        always @(posedge i_clk)
         begin
            if(r_data_wr_en == 0 & i_data_wr ==1) begin
                r_data_wr_en <= 1;
            end else if(r_data_wr_en == 1 & i_data_wr ==0) begin
                r_data_wr_en <= 0;
            end else begin
                r_data_wr_en <= 0;
            end
    end
    assign o_data_rdy = r_data_rdy;
    assign o_data_out = r_data_out;
endmodule
```
==> impl_metrics.env <==
# flow metrics
export IMPL_synth_area_um2=14210
export IMPL_ant_nets=0
export IMPL_synth_cellmix_compoundShare_pct=9.714
export IMPL_gr_total_overflow=0
export IMPL_viasPerCell=5.325
export IMPL_postSynthSeqShare_pct=46.01
export IMPL_yosysTopAreaCell="edfxtp_1"
export IMPL_peakVddDrop_uv=65.74
export IMPL_ctsResizeCount=0
export IMPL_wl_per_cell_um=17.81
export IMPL_path_clk_slew_ns=0.06
export IMPL_netlist_cell_type_count=70
export IMPL_cap_viol_max_count=0
export IMPL_cts_buffer_depth=3
export IMPL_synth_top_area_share_pct=40.79
export IMPL_comb_power_share_pct=40.7
export IMPL_flop_cell="edfxtp_1"
export IMPL_drc=0
export IMPL_setup_tns_ns=0
export IMPL_ys_ff=230
export IMPL_cp_start_kind="register"
export IMPL_endpoint_kind="register"
export IMPL_area_growth_pct=11.98
export IMPL_fill_cells=2285
export IMPL_hold_path_class="register to register"
export IMPL_grt_max_degree=63
export IMPL_dieHeight_um=170.6
export IMPL_switchingPower_w=0.0005529
export IMPL_rsz0062_at_grt="false"
export IMPL_hold_viol_final=0
export IMPL_drive_above_1_share_pct=6.614
export IMPL_cts_tree="done"
export IMPL_yosysWarnings=2
export IMPL_die_w_um=170.6
export IMPL_worstPathMaxFanout=16
export IMPL_routed_wl_um=29340
export IMPL_place_congestion=0.9126
export IMPL_io_buffers=51
export IMPL_htreeDepth=1
export IMPL_tritoncts_num_sinks=230
export IMPL_switching_share_pct=36.38
export IMPL_ios=52
export IMPL_numCtsBuffers=25
export IMPL_leakage_nw=6.803
export IMPL_post_cts_buffers=0
export IMPL_core_area_um2=27860
export IMPL_yosys_top_cells_area="edfxtp_1, fa_1, ha_1"
export IMPL_async_reset_ff_share_pct=0
export IMPL_antenna_found_initial=0
export IMPL_grt_pass1_vias=9191
export IMPL_antenna_cells=0
export IMPL_top_logic_kind="adder cells"
export IMPL_grt_usage_pct=23.36
export IMPL_grt_pass1_wl_um=48150
export IMPL_finalMaxSlewViolations=0
export IMPL_ys_sh_mux_pct=1.814
export IMPL_dp_hpwl_um=21700
export IMPL_clock_skew_ns=0.01307
export IMPL_final_core_util_pct=57.11
export IMPL_largest_reg_flops=160
export IMPL_p_per_area_nw_per_um2=95.52
export IMPL_cts_root_buf="clkbuf_16"
export IMPL_status="finished clean"
export IMPL_ys_cells=1202
export IMPL_crit_required_ns=23.68
export IMPL_worst_slew_pin_slew_ns=0.8674
export IMPL_cts_hold_buf=0
export IMPL_warnings=36
export IMPL_fp_row_count=61
export IMPL_sequentialPowerShare_pct=33.4
export IMPL_ys_area_um2=14210
export IMPL_worstSkewPairLatency_ns=0.54
export IMPL_max_freq_mhz=122.2
export IMPL_synth_cells=1202
export IMPL_die_area_um2=29090
export IMPL_edf_count=193
export IMPL_min_period_ns=8.180
export IMPL_synth_xor_area_share_pct=0.9247
export IMPL_cp_arrival_ns=8.66
export IMPL_initCoreUtil_pct=51.00
export IMPL_drtIter0Drc=491
export IMPL_critical_path_class="register to register"
export IMPL_setup_violations_final=0
export IMPL_synth_avg_cell_area_um2=11.82
export IMPL_via_count=8775
export IMPL_relSlewSlack_pct=41.82
export IMPL_ys_sh_adder_pct=26.00
export IMPL_firstDrtPassIters=5
export IMPL_period_used_pct=35.26
export IMPL_clkPwrFrac_pct=25.9
export IMPL_yosys_area_share_simple_pct=8.736
export IMPL_dpl_worst_slack_ns=15.05
export IMPL_final_setup_worst_slack_ns=15.02
export IMPL_p_int_w=0.0009668
## synth_stat cells, types with 3 or more instances
master,number
inv_1,203
edfxtp_1,193
ha_1,132
fa_1,102
nor2_1,100
nand2_1,45
a21oi_1,41
dfxtp_1,37
o21ai_0,33
clkbuf_1,23
nand2b_1,18
a222oi_1,17
a21o_1,15
nand3_1,15
and2_1,13
mux2i_1,13
nor3_1,13
or2_2,12
a31oi_1,11
a211oi_1,10
mux2_2,10
o211ai_1,9
a221oi_1,8
and3_1,8
buf_2,8
nand4_1,8
nor2b_1,8
o21a_1,8
xor2_1,8
a22oi_1,7
xnor2_1,7
a22o_1,5
o22ai_1,5
nor3b_1,4
o21bai_1,4
a32oi_1,3
buf_6,3
o221ai_1,3
## through the flow
stage | instance area (um^2) | hold slack, ns | power, W | instances
2_1_floorplan | 14210 | 0.4082 | 0.0009758 | 1202
3_3_place_gp | 15110 | 0.4204 | 0.001142 | 1605
3_5_place_dp | 15110 | 0.4177 | 0.001128 | 1605
4_1_cts | 15910 | 0.4326 | 0.001537 | 1648
5_1_grt | 15910 | 0.4426 | 0.001644 | 1648
6_report | 15910 | 0.4308 | 0.001520 | 1648
## cell usage in the layout (no fill, tap or decap), drive strengths merged, types with 17 or more instances in the layout
master,synthesis,layout
clkdlybuf4s50,0,51
o21ai,35,35
fa,102,102
inv,203,205
edfxtp,193,193
dfxtp,37,37
nand2b,18,18
a222oi,17,17
clkbuf,25,30
nand2,45,45
a21oi,44,44
nor2,101,101
ha,132,132
## critical path, cell delays in order, from the launching register on
cell and delay (ns):
dfxtp_1 0.37, inv_1 0.12, ha_1 0.59, nor3_1 0.09, a22o_2 0.47, a211oi_1 0.81, nand2b_1 0.29, inv_1 0.10
fa_1 0.53, inv_1 0.07, fa_1 0.50, fa_1 0.55, inv_1 0.06, fa_1 0.45, fa_1 0.49, inv_1 0.05
fa_1 0.48, inv_1 0.04, ha_1 0.42, nand4_1 0.14, nor4_1 0.23, o211ai_1 0.18, a31oi_1 0.33, o21ai_0 0.23
a2111o_1 0.43, o21ai_0 0.06
## power by group through the flow
| stage | logic, W | clock network (W) | registers [W] |
|---|---|---|---|
| 4_1_cts | 0.000623 | 0.000405 | 0.000509 |
| 5_1_grt | 0.000713 | 0.000419 | 0.000512 |
| 6_report | 0.000618 | 0.000394 | 0.000508 |
## area by class of cell
type,count,area (um^2),area share (%)
Sequential cell,230,6536,41.09
Clock buffer,30,644.4,4.050
Tap cell,378,473.0,2.973
Timing Repair Buffer,64,608.1,3.822
Inverter,204,765.7,4.813
Clock inverter,13,157.7,0.9910
Multi-Input combinational cell,729,6724,42.27
## routing by layer
layer | share of wire, % | up-vias | global-route usage [%]
met1 | 47 | 4227 | 38.65
met5 | 0 | - | 0
met2 | 44 | 244 | 33.81
met4 | 2.1 | 0 | 4.309
met3 | 7.2 | 39 | 6.877
li1 | - | 4265 | -
## cells by family after synthesis
group	after synthesis
xor+xnor	15
buf+inv	243
simple gates	256
other cells	2
mux	24
fa+ha+maj	234
flops	230
compound gates	198
## worst paths after layout
check / startpoint / end / cells past startpoint / slack, ns
setup reg to reg: counter[0] / acc[27] / 25 / 15.02
hold reg to reg: acc[22] / r_data_out[22] / 0 / 0.43
setup / recovery: counter[0] / acc[27] / 25 / 15.02
hold / removal: acc[22] / r_data_out[22] / 0 / 0.43
No activity file was given, so power comes from the tool's default toggle rates.

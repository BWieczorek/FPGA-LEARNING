**run.sh**
```bash
#!/bin/bash
# OpenROAD 26Q1-2900-gdf79404cd8, Yosys 0.63+post, stock flow scripts
make -C /OpenROAD-flow-scripts/flow DESIGN_CONFIG=/design/flow/config.mk WORK_HOME=/design/flow/orfs finish
```
**config.mk**
```make
export PLATFORM = sky130hd
export DESIGN_NAME = Serializer
export DESIGN_NICKNAME = Serializer
export VERILOG_FILES = /design/flow/design.v
export SDC_FILE = /design/flow/constraint.sdc
export NUM_CORES = 4
export LEC_CHECK = 1
export CORE_AREA = 10 10 90 90
export DIE_AREA = 0 0 100 100
```
**constraint.sdc**
```tcl
current_design Serializer

set clk_period 1.8
set clk_io_pct 0.2

create_clock -name clk0 -period $clk_period [get_ports {i_clk}]

set non_clock_inputs [all_inputs -no_clocks]
set_input_delay [expr $clk_period * $clk_io_pct] -clock clk0 $non_clock_inputs
set_output_delay [expr $clk_period * $clk_io_pct] -clock clk0 [all_outputs]
```
**design.v**
```verilog
`timescale 1ns / 1ps
module Serializer(
    input [11:0] i_data_parallel,
    input i_data_RX,  
    input i_clk, 
    input i_data_TX,  
    output o_data_serial, 
    output o_data_sent,
    output o_SCLK  
    );
	 parameter SERIAL_CLOCK_DIVIDER = 10;
	 reg SCLK = 1'b0;
	 reg [7:0] r_serial_clk_counter = 0;
	 reg r_data_sent = 1'b1;
	 reg SCLK_meta, SCLK_sync, SCLK_prev;
	 reg [3:0] bit_counter = 3'b0;
	 reg r_data_serial = 0;
	 reg [11:0] r_data;
	 assign o_data_serial = r_data_serial;
	 assign o_SCLK = SCLK_sync;
	 assign o_data_sent = r_data_sent;
	always @(posedge i_clk)
	begin: main_proccess
		if(i_data_TX == 1'b1 && r_data_sent == 1'b1) begin
				r_data_sent <= 1'b0;
		end
		if(i_data_RX == 1'b1) begin
			r_data <= i_data_parallel;
			r_data_sent <= 1'b1;
			bit_counter <= 4'b0;
		end
		SCLK_prev <= SCLK_sync;
		if(SCLK_sync == 1'b1 && SCLK_prev == 1'b0) begin
			if(r_data_sent == 1'b0 && bit_counter <= 4'd11) begin
				r_data <= r_data << 1;
				r_data_serial <= r_data[11];
				bit_counter <= bit_counter + 1;
			end else begin
				r_data_serial <= 1'b0;
				bit_counter <= 4'b0;
				r_data_sent <= 1'b1;
			end
		end
	end
	 always @(posedge i_clk)
	 begin: o_SCLK_DIVIDER
		if(r_serial_clk_counter >= SERIAL_CLOCK_DIVIDER/2) begin
			r_serial_clk_counter <= 0;
			SCLK <= ~SCLK;
		end else begin
			r_serial_clk_counter <= r_serial_clk_counter + 1;
		end
		SCLK_meta <= SCLK;
		SCLK_sync <= SCLK_meta;
	 end
endmodule
```
==> insert_results.sql <==
-- generated from flow reports
INSERT INTO impl_metrics (metric_group, metric, value, unit) VALUES
('critical_path', 'worst_setup_path_endpoint', 'o_data_sent', ''),
('synth', 'synth-area-yosys', '1160', 'um^2'),
('place', 'place_inst', '189', ''),
('critical_path', 'critical_path_depth', '1', ''),
('global_routing', 'grt_overflow_total', '0', ''),
('job', 'max_cap_viol_count', '0', ''),
('status', 'outcome', 'complete, no violations', ''),
('critical_path', 'timing.critical_path.from', 'r_data_sent', ''),
('critical_path', 'critPathMaxStageDelay', '0.50', 'ns'),
('timing', 'report.final.setup_viol', '0', ''),
('critical_path', 'cp_cell_sequence', 'clkdlybuf4s50_1', ''),
('floorplanning', 'die_width', '100', 'um'),
('floorplanning', 'chip_area', '10000', 'um^2'),
('timing', 'final-max-slew-violation-count', '0', ''),
('synth', 'ys.flop_type', 'sky130_fd_sc_hd__dfxtp_1', ''),
('detailed_routing', 'drc', '0', ''),
('pwr', 'clkPwrFrac', '37.5', '%'),
('detailed_routing', 'route.detailed.vias_per_inst', '3.64', ''),
('critical_path', 'endpoint_of_the_most_critical_register_to_register_path', 'r_data[9]', ''),
('timing', 'grt_setup_unrepaired', 'no', ''),
('place', 'place.gp.congestion', '0.707', ''),
('global_routing', 'grt_first_pass_wirelength', '3320', 'um'),
('critical_path', 'cp_data_required_time', '1.44', 'ns'),
('pwr', 'power_density', '1090', 'nW/um^2'),
('timing', 'hold_viol', '0', ''),
('synth', 'post_synth_num_cell_types', '27', ''),
('timing', 'final.setup_skew', '0.00730', 'ns'),
('synth', 'edf_count', '6', ''),
('detailed_routing', 'wl', '1950', 'um'),
('synth', 'ys.flops', '30', ''),
('timing', 'timing.fmax', '661', 'MHz'),
('detailed_routing', 'drtIter0Drc', '17', ''),
('global_routing', 'grt_start_max_net_pins', '15', ''),
('synth', 'yosysSeqAreaShare', '57.1', '%'),
('floorplanning', 'core_area', '6280', 'um^2'),
('pwr', 'total_leakage_power', '0.000617', 'uW'),
('place', 'post_dp_cell_area', '1470', 'um^2'),
('clocking', 'tritoncts', 'done', ''),
('min_path', 'min-delay-path-class', 'reg2reg', ''),
('critical_path', 'worstPathMaxFanout', '3', ''),
('layout', 'drive_above_1_share', '31.7', '%'),
('floorplanning', 'fp-row-count', '29', ''),
('timing', 'period_minus_slack', '1.51', 'ns'),
('clocking', 'root_buffer', 'sky130_fd_sc_hd__clkbuf_8', ''),
('synth', 'postSynth.asyncResetShare', '0', '%'),
('critical_path', 'crit_type', 'reg2out', ''),
('floorplanning', 'die_height', '100', 'um'),
('clocking', 'cts_made_buffers', '5', ''),
('clocking', 'post_cts_setup_buffer_count', '0', ''),
('synth', 'avgSynthCellArea', '12.8', 'um^2'),
('critical_path', 'worst_r2r_startpoint', 'bit_counter[2]', ''),
('pwr', 'combinationalPowerShare', '13.7', '%'),
('layout', 'layout_top_cells', 'sky130_fd_sc_hd__dfxtp_1, sky130_fd_sc_hd__mux2_2, sky130_fd_sc_hd__clkdlybuf4s50_1, sky130_fd_sc_hd__edfxtp_1', ''),
('detailed_routing', 'route.detailed.wl_per_inst', '9.89', 'um'),
('layout', 'n_fill_cell', '651', ''),
('synth', 'synth_largest_type_area_fraction', '41.6', '%'),
('clocking', 'cts-resized-gates', '0', ''),
('pwr', 'total_switching_power', '359', 'uW'),
('synth', 'synth.area.top_cells', 'sky130_fd_sc_hd__dfxtp_1, sky130_fd_sc_hd__mux2_2, sky130_fd_sc_hd__edfxtp_1', ''),
('synth', 'post_synth_inst_count', '90', ''),
('clocking', 'clkSinkCount', '30', ''),
('critical_path', 'worst-r2r-cell-count', '4', ''),
('global_routing', 'antenna_found_initial', '0', ''),
('synth', 'synthDominantAreaCellType', 'sky130_fd_sc_hd__dfxtp_1', ''),
('detailed_routing', 'detail_route.first_pass.iterations', '4', ''),
('global_routing', 'via_count_of_the_first_global_routing_pass', '722', ''),
('clocking', 'htree_levels', '2', ''),
('layout', 'lay_top_count', 'sky130_fd_sc_hd__dfxtp_1', ''),
('place', 'place.detailed.hpwl', '1460', 'um'),
('clocking', 'clock.latency.late_pin', '0.28', 'ns'),
('layout', 'final_cell_area', '1580', 'um^2');
==> worst min-delay path by stage <==
stage | startpoint | endpoint | slack [ns] | cells past startpoint
CTS | SCLK_meta | SCLK_sync | 0.33 | 0
global route | SCLK_meta | SCLK_sync | 0.34 | 0
finish | SCLK_meta | SCLK_sync | 0.33 | 0
==> Yosys cell counts, types with 2 or more instances <==
cell and instances:
sky130_fd_sc_hd__nand2b_1 2, sky130_fd_sc_hd__buf_2 2, sky130_fd_sc_hd__inv_1 5, sky130_fd_sc_hd__dfxtp_1 24
sky130_fd_sc_hd__a21oi_1 3, sky130_fd_sc_hd__edfxtp_1 6, sky130_fd_sc_hd__ha_1 4, sky130_fd_sc_hd__mux2_1 2
sky130_fd_sc_hd__mux2_2 20, sky130_fd_sc_hd__nor2_1 5
==> stage by stage <==
stage               worst slack (ns)  hold slack, ns  total power [uW]  utilization [%]
floorplan                      0.431           0.310               983                -
global placement              0.0494           0.310              1090             23.4
detailed placement            0.0279           0.314              1090             23.4
CTS                            0.265           0.330              1750             25.1
global route                   0.217           0.341              1810             25.1
finish                         0.287           0.327              1720             25.1
==> flip-flops by register name, indices dropped and copies added, names as in the netlist <==
signal / count
SCLK: 1
SCLK_meta: 1
SCLK_prev: 1
SCLK_sync: 1
bit_counter: 4
r_data: 12
r_data_sent: 1
r_data_serial: 1
r_serial_clk_counter: 8
==> cell families after synthesis <==
group | count (synthesis) | synth area share [%]
compound gates | 7 | 4.11
xor+xnor | 1 | 0.758
fa+ha+maj | 4 | 4.33
buf+inv | 7 | 2.49
flops | 30 | 57.1
mux | 23 | 22.3
other cells | 1 | 0.324
simple gates | 17 | 8.55
==> per-layer routing <==
metal	part of all wire, %	vias to the layer above	global-route usage [%]
li1	-	367	-
met1	49	325	5.36
met2	41	19	5.87
met3	5.9	6	1.25
met4	4.0	0	1.20
met5	0	-	0
==> final cells by class <==
type	count	area (um^2)	area share, %
Multi-Input combinational cell	56	478	30.3
Clock buffer	5	68.8	4.37
Inverter	5	18.8	1.19
Timing Repair Buffer	21	213	13.5
Sequential cell	30	661	41.9
Clock inverter	3	40.0	2.54
Tap cell	77	96.3	6.12
==> power groups by stage <==
stage	clock network, uW	logic [uW]	registers [uW]
6_report	643	234	839
5_1_grt	698	260	853
4_1_cts	668	238	841
No activity file was given, so power comes from the tool's default toggle rates.

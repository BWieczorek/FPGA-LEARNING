--- /design/flow/config.mk ---
export PLATFORM = sky130hd
export DESIGN_NAME = full_bridge_controller
export DESIGN_NICKNAME = full_bridge_controller
export VERILOG_FILES = /design/flow/design.v
export SDC_FILE = /design/flow/constraint.sdc
export NUM_CORES = 4
export LEC_CHECK = 1
export CORE_UTILIZATION = 40
--- /design/flow/constraint.sdc ---
current_design full_bridge_controller

set clk_period 4.4
set clk_io_pct 0.2

create_clock -name clk0 -period $clk_period [get_ports {i_clk}]

set non_clock_inputs [all_inputs -no_clocks]
set_input_delay [expr $clk_period * $clk_io_pct] -clock clk0 $non_clock_inputs
set_output_delay [expr $clk_period * $clk_io_pct] -clock clk0 [all_outputs]
--- /design/flow/design.v ---
`timescale 1ns / 1ps
module full_bridge_controller
    #(
    parameter dead_time = 5000
    )
    (
    input wire i_clk,
    input wire [10:0] i_signed_val,
    input wire i_reset,
    output wire o_TrPL,
    output wire o_TrNL,
    output wire o_TrPR,
    output wire o_TrNR
    );
    reg [9:0] r_PWM_TrPL = 0;
    reg [10:0] r_signed_val_delayd = 0;
    reg [31:0] r_dead_time_counter = 0;
    reg r_TrNL = 0;
    reg [9:0] r_PWM_TrPR = 0;
    reg r_TrNR = 0;
    reg last_sign = 1;   
    reg [2:0] r_state = 0;  
  pwm TrPL_pwm(
    r_PWM_TrPL,
    i_clk,
    o_TrPL,
    i_reset);
  pwm TrPR_pwm(
    r_PWM_TrPR,
    i_clk,
    o_TrPR,
    i_reset);
    always @(i_clk) begin
        if(!i_reset) begin
            r_signed_val_delayd <= i_signed_val;
            case(r_state) 
                3'b000: begin
                    r_PWM_TrPL <= 0;
                    r_TrNL <= 1'b0;
                    r_PWM_TrPR <= 0;
                    r_TrNR <= 1'b0;   
                end
                3'b001: begin
                    r_PWM_TrPL <= 0;
                    r_TrNL <= 1'b0;
                    r_PWM_TrPR <= 0;
                    r_TrNR <= 1'b0;   
                end
                3'b100: begin
                    r_PWM_TrPL <= 0;
                    r_TrNL <= 1'b1;
                    r_PWM_TrPR <= ~r_signed_val_delayd[9:0];  
                    r_TrNR <= 1'b0;   
                end
                3'b110: begin
                    r_PWM_TrPL <= r_signed_val_delayd[9:0];
                    r_TrNL <= 1'b0;
                    r_PWM_TrPR <= 0;
                    r_TrNR <= 1'b1;   
                end
                default: begin
                    r_PWM_TrPL <= 0;
                    r_TrNL <= 0;
                    r_PWM_TrPR <= 0;
                    r_TrNR <= 0;
                    r_state <= 0;
                end
            endcase
            case(r_state) 
                3'b000: begin
                    r_state <= i_signed_val[10] ? 3'b100 : 3'b110;
                    r_dead_time_counter <= 0;
                    last_sign <= i_signed_val[10];
                end
                3'b001: begin
                    if(r_dead_time_counter >= dead_time) begin
                        if(i_signed_val[10] == 0) begin
                            r_state <= 3'b110;
                        end else begin
                            r_state <= 3'b100;
                        end
                       r_dead_time_counter <= 0;
                       last_sign <= i_signed_val[10];
                    end
                   r_dead_time_counter <= r_dead_time_counter + 1;
                end
                3'b100: begin
                    if(i_signed_val[10] != last_sign) begin
                        r_state <= 3'b001;
                    end
                end
                3'b110: begin
                    if(i_signed_val[10] != last_sign) begin
                        r_state <= 3'b001;
                    end
                end
                default: begin
                    r_state <= 0;
                end
            endcase
        end else begin
            r_PWM_TrPL <= 0;
            r_TrNL <= 0;
            r_PWM_TrPR <= 0;
            r_TrNR <= 0;
            r_state <= 0;
        end
    end
    assign o_TrNL = r_TrNL;
    assign o_TrNR = r_TrNR;
endmodule
`timescale 1ns / 1ps
module pwm(
    input [9:0] i_duty_cycle,
    input i_clk,
    output o_pwm_signal,
    input i_reset
    );
    reg [9:0] counter = 0;
    reg r_pwm_output = 0;
    always @(posedge i_clk) begin
        if(!i_reset) begin
            if(counter < i_duty_cycle) begin
                r_pwm_output <= 1'b1;
            end else begin
                r_pwm_output <= 1'b0;
            end
            if(counter >= 1022) begin
                counter <= 0;
            end else begin
                counter <= counter + 1;
            end
        end else begin
            counter <= 0;
            r_pwm_output <= 1'b0;
        end
    end
    assign o_pwm_signal = r_pwm_output; 
endmodule
--- /design/flow/run.sh ---
#!/bin/bash
# OpenROAD 26Q1-2900-gdf79404cd8, Yosys 0.63+post, stock flow scripts
make -C /OpenROAD-flow-scripts/flow DESIGN_CONFIG=/design/flow/config.mk WORK_HOME=/design/flow/orfs finish
==> deck_impl_summary.md <==
Run Summary

Status
  • Status: complete, no violations

Clock tree
  • Clock Path Buffers: 2
  • Hold buffers post-CTS: 0
  • H-tree depth: 1
  • Post-CTS Resized: 0
  • CTS Root Cell: clkbuf_8
  • Clk Latency, worst-skew pair: roughly 0.26 ns
  • TritonCTS clock tree: done
  • CTS Buf Count: 3
  • Post-CTS setup repair buffer count: 0
  • Reg clk slew, reported paths: 0.08 ns

Synth
  • Syn_area_per_cell: ~8.3 um2
  • Post-synth cell types: 46
  • Mapped Area: 0.00309 mm2
  • Registers, synthesis: about 68
  • Post-synth EDFFs: 0
  • Synthesis Warnings: 73
  • Top FF cell, synth: dlxtn_1
  • Ys cells: 372
  • Post-synthesis async set-or-reset flop share: 0
  • Synth Instances: 372
  • Yosys stat area: 0.00309 mm2

Final timing
  • Slew Viols, Final: 0
  • Hold Slack: about 0.49 ns
  • Fmax: 0.289 GHz
  • Slew HR: 0.547
  • Register pins left without a clock: 46
  • RSZ-0062 raised after global routing: false
  • Final Hold Viols: 0
  • Worst Slack Setup Final: 0.939 ns
  • Final period utilization: 0.787
  • Clk_skew: 0.00118 ns
  • Setup Viol. Count Final: 0
  • Worst Tran Pin Value: 0.675 ns
  • Endpoints left unconstrained: around 46
  • TNS Setup: 0 ns
  • Fin crit period: 3.46 ns

Min path
  • Hold Path Cell Cnt: 1
  • HP Class: reg2reg
  • Worst hold path endpoint: TrPL_pwm.counter[0]
  • Hold path startpoint: TrPL_pwm.counter[0]

Die
  • Die X: 89.9 um
  • Core Area: roughly 0.0074 mm2
  • Init Core Util: 0.420
  • Top-Level Pins: 17
  • Num rows: 31
  • Die area: 0.00809 mm2
  • Die Span Y: roughly 90 um

Detailed routing
  • Wirelength, routed: slightly above 6000 um
  • DR pass1 iterations: 4
  • Vias: around 2500
  • Post-route ant nets: 0
  • Initial DRC Count: approximately 110
  • Via/cell ratio: 5.24
  • Antenna Cells: 0
  • WL/cell: 12.7 um
  • DRC Markers: 0

Worst setup path
  • Reg2reg path depth: 5
  • Launching point of the worst reg2reg path: TrPL_pwm.counter[3]
  • Reg2Reg Setup Slack: 2.86 ns
  • Critical path required time: 3.52 ns
  • CP arrival: 2.58 ns
  • Setup CP Type: in2out
  • Worst-path maximum fanout: 11
  • CP startpoint: i_reset
  • R2r endpoint: TrPL_pwm.r_pwm_output
  • Crit. End Element: output port
  • Worst setup SP type: input port

Global route
  • First-pass GRT wire length: 10500 um
  • Initial antenna violation count: 0
  • Largest net degree at the start of global routing: 35
  • Grt ovf: 0
  • GRT Total Usage: 0.158
  • Vias in the first global route: 2242

Placed design
  • Worst Setup Slack post-DPL: around 0.92 ns
  • Final HPWL DP: 4550 um
  • Routability cong.: 0.814
  • Placed insts: approximately 480
  • Input/output buffers: 16

Power
  • Seq pwr share: 0.567
  • Cell Pwr Density: about 120 mW/mm2
  • Psw: 0.0939 mW
  • Sw Share: 0.233
  • VDD IR max: roughly 0.00011 V
  • Clock Power Share: 0.304
  • Comb power frac: 0.129
  • Leak pwr: roughly 1.3 nW
  • Internal power: 0.309 mW

Run
  • Max-cap violations: 0
  • Tool warnings: 29

Final layout
  • Area growth syn-to-layout: 10.1%
  • Layout cell share with drive strength beyond 1: 0.0365
  • Most used logic cell in the final layout: dlxtn_1
  • Cell Count, Final, Fillers Out: 483
  • Top cells excl fill/tap: dlxtn_1, nor2_1, nand2_1
## critical path: stages
cell             delay, ns
clkdlybuf4s50_1       0.57
buf_4                 0.25
nor4b_2               0.20
buf_4                 0.20
clkdlybuf4s50_1       0.47
## synthesized netlist by cell type (3+ instances only)
library cell  count  area, um2
xnor2_1          12        105
and3_1            4       25.0
nor2_1           42        158
nor3_1            8       40.0
nand2_1          30        113
dlxtn_1          46        691
nand2b_1         12       75.1
a21o_1            6       45.0
nor4b_1           3       26.3
or3_1             5       31.3
xor2_1           15        131
nor4_1           10       62.6
and4_1            5       43.8
or4_1             9       67.6
ha_1             24        300
a21oi_1          16       80.1
clkbuf_1          8       30.0
nand4_1          11       68.8
o21a_1            7       52.6
o31ai_1           9       67.6
a211oi_1          5       37.5
o21ai_0           6       30.0
dfxtp_1          22        440
inv_1            11       41.3
nand3_1          17       85.1
and2_1            5       31.3
## how the worst max path moves through the flow
stage     endpoint
4_1_cts     o_TrNL
5_1_grt     o_TrNL
6_report    o_TrNL
## per-stage QoR
| stage | total power, mW | util | cell area (um2) |
|---|---|---|---|
| finish | 0.403 | 0.462 | 3410 |
| detailed placement | 0.286 | 0.457 | 3360 |
| global route | 0.423 | 0.462 | 3410 |
| floorplan | 0.259 | - | 3090 |
| global placement | 0.285 | 0.457 | 3360 |
| CTS | 0.411 | 0.462 | 3410 |
## area by class of cell
type | count | area [um2]
sequential | 68 | 1130
clock buffer | 3 | 41.3
multi-input combinational | 281 | 1870
fill | 730 | 3960
timing repair buffer | 21 | 198
inverter | 11 | 41.3
tap | 99 | 124
## layer usage
metal | global-route usage | part of all wire
met1 | 0.270 | 0.57
met2 | 0.233 | 0.42
met3 | 0.0137 | 0.013
met4 | 0.00538 | 0.0036
met5 | 0 | 0
## registers in the layout, summed over array words and instances (netlist names)
signal / count
r_dead_time_counter: 32
r_state: 3
last_sign: 1
TrPL_pwm.counter: 10
TrPR_pwm.counter: 10
r_signed_val_delayd: 10
TrPL_pwm.r_pwm_output: 1
TrPR_pwm.r_pwm_output: 1
## logic make-up after synthesis
group / Yosys count / synth area share
AND-OR/OR-AND: 58 / 0.126
XOR/XNOR: 27 / 0.0765
adder cells (fa/ha/maj): 24 / 0.0971
buffers and inverters: 23 / 0.0316
flip-flops: 22 / 0.142
latches: 46 / 0.223
multiplexers: 2 / 0.00647
AND/OR/NAND/NOR: 170 / 0.297
## power by group through the flow
stage                 combinational [mW]  clock, mW  sequential, mW
after CTS                         0.0530      0.129           0.228
after global routing              0.0591      0.134           0.231
final                             0.0520      0.123           0.228
No activity file was given, so power comes from the tool's default toggle rates.
